**flow/run.sh**
```bash
#!/bin/bash
# OpenROAD 26Q1-2900-gdf79404cd8, Yosys 0.63+post, stock flow scripts
make -C /OpenROAD-flow-scripts/flow DESIGN_CONFIG=/design/flow/config.mk WORK_HOME=/design/flow/orfs finish
```
**flow/config.mk**
```make
export PLATFORM = sky130hd
export DESIGN_NAME = ws2811
export DESIGN_NICKNAME = ws2811
export VERILOG_FILES = /design/flow/design.v
export SDC_FILE = /design/flow/constraint.sdc
export NUM_CORES = 4
export LEC_CHECK = 1
export CORE_UTILIZATION = 50
```
**flow/constraint.sdc**
```tcl
current_design ws2811

set clk_period 2.5
set clk_io_pct 0.2

create_clock -name clk0 -period $clk_period [get_ports {clk}]

set non_clock_inputs [all_inputs -no_clocks]
set_input_delay [expr $clk_period * $clk_io_pct] -clock clk0 $non_clock_inputs
set_output_delay [expr $clk_period * $clk_io_pct] -clock clk0 [all_outputs]
```
**flow/design.v**
```verilog
module ws2811
  #(
    parameter NUM_LEDS          = 49,           
    parameter SYSTEM_CLOCK      = 64_000_000  
    )
   (
    input                              clk,           
    input                              reset,         
    output                             data_request,  
    output                             new_address,   
    output reg [LED_ADDRESS_WIDTH-1:0] address,       
    input [7:0]                        red_in,        
    input [7:0]                        green_in,      
    input [7:0]                        blue_in,       
    output reg                         DO             
    );
   function integer log2;
      input integer                    value;
      begin
         value = value-1;
         for (log2=0; value>0; log2=log2+1)
           value = value>>1;
      end
   endfunction
   localparam integer LED_ADDRESS_WIDTH = 8;          
   localparam integer CYCLE_COUNT         = SYSTEM_CLOCK / 800000;
   localparam integer H0_CYCLE_COUNT      = 0.32 * CYCLE_COUNT;
   localparam integer H1_CYCLE_COUNT      = 0.64 * CYCLE_COUNT;
   localparam integer CLOCK_DIV_WIDTH     = log2(CYCLE_COUNT);
   localparam integer RESET_COUNT         = 100 * CYCLE_COUNT;
   localparam integer RESET_COUNTER_WIDTH = log2(RESET_COUNT);
   reg [CLOCK_DIV_WIDTH-1:0]             clock_div;            
   reg [RESET_COUNTER_WIDTH-1:0]         reset_counter;        
   localparam STATE_RESET    = 3'd0;
   localparam STATE_LATCH    = 3'd1;
   localparam STATE_PRE      = 3'd2;
   localparam STATE_TRANSMIT = 3'd3;
   localparam STATE_POST     = 3'd4;
   reg [2:0]                           state;               
   localparam COLOR_G     = 2'd0;
   localparam COLOR_R     = 2'd1;
   localparam COLOR_B     = 2'd2;
   reg [1:0]                           color;               
   reg [7:0]                           red;
   reg [7:0]                           green;
   reg [7:0]                           blue;
   reg [7:0]                           current_byte;        
   reg [2:0]                           current_bit;         
   wire                                reset_almost_done;
   wire                                led_almost_done;
   assign reset_almost_done = (state == STATE_RESET) && (reset_counter == RESET_COUNT-1);
   assign led_almost_done   = (state == STATE_POST)  && (color == COLOR_B) && (current_bit == 0) && (address != 0);
   assign data_request = reset_almost_done || led_almost_done;
   assign new_address  = (state == STATE_PRE) && (current_bit == 7);
   always @ (posedge clk) begin
      if (reset) begin
         address <= 0;
         state <= STATE_RESET;
         DO <= 0;
         reset_counter <= 0;
         color <= COLOR_G;
         current_bit <= 7;
      end
      else begin
         case (state)
           STATE_RESET: begin
              DO <= 0;
              if (reset_counter == RESET_COUNT-1) begin
                 reset_counter <= 0;
                 state <= STATE_LATCH;
              end
              else begin
                 reset_counter <= reset_counter + 1;
              end
           end  
           STATE_LATCH: begin
              red <= green_in;
              blue <= blue_in;
              if (address < NUM_LEDS) begin
                address <= address + 1;
              end
              else begin
                address <= 0;
              end
              color <= COLOR_G;
              current_byte <= red_in;
              current_bit <= 7;
              state <= STATE_PRE;
           end
           STATE_PRE: begin
              clock_div <= 0;
              DO <= 1;
              state <= STATE_TRANSMIT;
           end
           STATE_TRANSMIT: begin
              if (current_byte[7] == 0 && clock_div >= H0_CYCLE_COUNT) begin
                 DO <= 0;
              end
              else if (current_byte[7] == 1 && clock_div >= H1_CYCLE_COUNT) begin
                 DO <= 0;
              end
              if (clock_div == CYCLE_COUNT-1) begin
                 state <= STATE_POST;
              end
              else begin
                 clock_div <= clock_div + 1;
              end
           end
           STATE_POST: begin
              if (current_bit != 0) begin
                 current_byte <= {current_byte[6:0], 1'b0};
                 case (current_bit)
                    7: current_bit <= 6;
                    6: current_bit <= 5;
                    5: current_bit <= 4;
                    4: current_bit <= 3;
                    3: current_bit <= 2;
                    2: current_bit <= 1;
                    1: current_bit <= 0;
                 endcase
                 state <= STATE_PRE;
              end
              else begin
                 case (color)
                    COLOR_G: begin
                       color <= COLOR_R;
                       current_byte <= red;
                       current_bit <= 7;
                       state <= STATE_PRE;
                    end
                   COLOR_R: begin
                      color <= COLOR_B;
                      current_byte <= blue;
                      current_bit <= 7;
                      state <= STATE_PRE;
                   end
                   COLOR_B: begin
                      if (address == 0) begin
                         state <= STATE_RESET;
                      end
                      else begin
                         state <= STATE_LATCH;
                      end
                   end
                 endcase  
              end
           end
         endcase
      end
   end
endmodule
```
==> results.cfg <==
; synthesis and place-and-route metrics
[route]
met3_length_um = 238
dr.pass1.iters = 4
antenna_left = 0
met1Wirelength_mm = 2.60
wl_met2_mm = 2.19
via_per_inst = 5.20
wire_per_inst_um = 12.4
drt_iter0_markers = 78
antennaDiodeCount = 0
drc = 0
finalWirelength_mm = 5.09
highest-signal-layer = met4
vias = 2132

[synth]
ys_seq_share_pct = 53.8
synth_area_sq_um = 2960
yosys_warnings = 3
ys_seq_elements = 64
ff_type = dfxtp_1
synth-edff-count = 31
ys_cells = 288
ys_area_sq_um = 2960
async_flop_share_pct = 0
synthCells = 288
syn_avg_cell_area_sq_um = 10.3
ys_types = 42

[floorplan]
core_sq_um = 5610
io-pin-count = 37
num_rows = 27
die_h_um = 78.9
fp_util_pct = 52.8
die-width_um = 78.9
die_area_sq_um = 6230

[timing]
max_freq_mhz = 414
fin_setup_tns_ns = 0
drv_slew = 0
finClkSkew_ns = 0.00534
hold_viol_final = 0
min_period_ns = 2.41
worst-slew-pin-transition_ns = 0.598
timing.final.crit_share_pct = 96.5
slew_headroom_pct = 60.1
finalSetupViolations = 0

[critical_path]
required_ns = 2.00
critPathLaunchType = flop
crit_fanout = 5
crit_top_cell = nand2_2
cp.buffers_inverters = 1
cpLargestDelayFamily = simple AND/OR/NAND/NOR gates
critPathKind = flop to output port
crit_path_end_kind = output port
crit_chain = ha_4, and4bb_2, and4_4, nand2_2, nand2_2, clkdlybuf4s50_1
cpPeakStageDelay_ns = 0.45
crit_path_top_delay_cell = clkdlybuf4s50_1
arrival_ns = 1.91
path_depth = 6
reg2reg_depth = 6

[cts]
numCtsBuffers = 9
cts_root_buffer = clkbuf_8
htreeDepth = 3
path_clk_slew_ns = 0.07
clock_sinks = 64
clock_path_buffers = 2
cts_tree = built
clkLatencyLatePin_ns = 0.34

[hold_path]
hold_class = flop to flop
hold_depth = 2

[finish]
fillers = 469
seq_area_sq_um = 1600
layout_top_cell = clkdlybuf4s50_1
layout_top_cells = clkdlybuf4s50_1 (36), edfxtp_1 (31), dfxtp_1 (30)
mi_logic_area_sq_um = 1290
syn2layout_area_growth_pct = 24.1
drive_gt1_share_pct = 11.2

[placement]
gp_congestion = 0.830
dp_hpwl_mm = 3.38
portBuffers = 36

[global_route]
gr-total-overflow = 0
grt_pass1_vias = 1992
antenna_found_initial = 0
gr-usage-all-layers_pct = 18.9
grt_pass1_wl_mm = 8.77
grt_max_degree = 25

[outcome]
status = complete, no violations

[power_and_ir_drop]
max-vdd-ir-drop_mv = 0.499
p_leak_nw = 1.34
fin_total_pwr_mw = 2.04
powerDensity_nw_per_um2 = 557

[run]
drv_cap = 0
warnings = 32
[cell usage after synthesis (2+ instances only)]
| library cell | count | area (sq um) |
|---|---|---|
| nor2_1 | 29 | 109 |
| nand3_1 | 10 | 50.1 |
| o211ai_1 | 7 | 52.6 |
| nor4_1 | 4 | 25.0 |
| ha_1 | 10 | 125 |
| o21ai_0 | 11 | 55.1 |
| nand4_1 | 10 | 62.6 |
| xnor2_1 | 11 | 96.3 |
| o21ai_1 | 2 | 10.0 |
| buf_2 | 2 | 10.0 |
| nor3_1 | 3 | 15.0 |
| inv_1 | 20 | 75.1 |
| nand2_1 | 23 | 86.3 |
| and4_1 | 4 | 35.0 |
| and2_1 | 9 | 56.3 |
| and3_1 | 4 | 25.0 |
| a21oi_1 | 11 | 55.1 |
| o221ai_1 | 2 | 17.5 |
| dfxtp_1 | 33 | 661 |
| clkbuf_1 | 7 | 26.3 |
| or4_1 | 2 | 15.0 |
| nand2b_1 | 3 | 18.8 |
| nor2b_1 | 6 | 37.5 |
| edfxtp_1 | 31 | 931 |
| mux2i_1 | 8 | 80.1 |
| xor2_1 | 9 | 78.8 |
| a22oi_1 | 2 | 15.0 |
[state kept, by name, indices dropped and copies added (netlist names)]
name	flops
current_byte	8
blue	8
clock_div	7
DO	1
state	5
address	8
reset_counter	13
color	3
current_bit	3
red	8
[path summary, 6_finish.rpt]
kind / slack (ns) / to / from
worst max register to register: 0.58 / current_byte[7] / current_bit[0]
worst max-delay path: 0.09 / data_request / reset_counter[0]
worst min-delay path: 0.48 / color[0] / color[0]
worst min register to register: 0.48 / color[0] / color[0]
[layout make-up]
cell class	instances	area share, %
clock buffers	9	3.37
clock inverters	7	1.94
inverters	20	2.04
multi-input cells	194	35.2
flip-flops and latches	64	43.6
well taps	72	2.45
repair buffers	44	11.4
[logic make-up after synthesis]
| group | Yosys count | share of synthesized area (%) |
|---|---|---|
| fa+ha+maj | 10 | 4.23 |
| buf+inv | 30 | 4.02 |
| xor+xnor | 20 | 5.92 |
| flops | 64 | 53.8 |
| mux | 9 | 3.09 |
| compound gates | 43 | 9.39 |
| simple gates | 112 | 19.6 |
[per-layer routing]
layer	global-route usage, %	up-vias
li1	-	1113
met1	29.9	972
met2	28.9	40
met3	4.90	7
met4	2.18	0
met5	0	-
[worst min-delay path: cells and delay by family, from the launching register on]
kind          cells  cell delay [ns]
flops             1             0.33
simple gates      2             0.11
[metrics by stage]
| stage | worst slack (ns) | std cells | cell area (sq um) | hold slack, ns | util, % |
|---|---|---|---|---|---|
| finish | 0.0870 | 410 | 3670 | 0.483 | 65.5 |
| global route | -0.00133 | 410 | 3670 | 0.521 | 65.5 |
| CTS | 0.00123 | 409 | 3630 | 0.486 | 64.7 |
| detailed placement | 0.272 | 393 | 3420 | 0.475 | 61.0 |
| global placement | 0.294 | 393 | 3420 | 0.463 | 61.0 |
| floorplan | 0.714 | 288 | 2960 | 0.442 | - |
[power by group]
part           switching, mW  internal [mW]  leakage, nW  total (mW)
registers            0.00610           1.10        0.545        1.10
logic                 0.0231         0.0467        0.699      0.0697
clock network          0.410          0.459       0.0916       0.870
[what timing repair did]
action,in CTS,in global routing
pin swaps,1,3
resized,5,10
endpoints found under the setup margin,1,1
endpoints found under the hold margin,0,0
setup buffers,0,1
hold buffers,0,0
gates cloned,0,0
Power figures rest on the tool's default switching activity, not on a simulated workload.
